--- ./run.sh ---
#!/bin/bash
# OpenROAD 26Q1-2900-gdf79404cd8, Yosys 0.63+post, stock flow scripts
make -C /OpenROAD-flow-scripts/flow DESIGN_CONFIG=/design/flow/config.mk WORK_HOME=/design/flow/orfs finish
--- ./config.mk ---
export PLATFORM = sky130hd
export DESIGN_NAME = ad9958_master
export DESIGN_NICKNAME = ad9958_master
export VERILOG_FILES = /design/flow/design.v
export SDC_FILE = /design/flow/constraint.sdc
export NUM_CORES = 4
export LEC_CHECK = 1
export CORE_UTILIZATION = 50
--- ./design.v ---
`timescale 1ns / 1ps
module ad9958_config_register(
							  output reg 	   vco_gain,
							  output reg [4:0] clock_multiplier,
							  output reg [1:0] dac_fscale_ch0,
							  output reg [1:0] dac_fscale_ch1
);
   initial begin
	  vco_gain = 1'b1;
	  clock_multiplier = 5'd10;
	  dac_fscale_ch0 = 2'b01;
	  dac_fscale_ch1 = 2'b01;
   end
endmodule
`timescale 1ns / 1ps
module ad9958_core(
				   input 			 clock,
				   input 			 reset_n,
				   input [32-1:0] 	 ftw_ch0,
				   input [32-1:0] 	 ftw_ch1,
				   input [10-1:0] 	 asf_ch0,
				   input [10-1:0] 	 asf_ch1,
				   input 			 vco_gain,
				   input [4:0] 		 clock_multiplier,
				   input [1:0] 		 dac_fscale_ch0,
				   input [1:0] 		 dac_fscale_ch1,
				   input 			 busy,
				   output reg 		 trigger,
				   output reg 		 four_bit,
				   output reg [5:0]  bits_to_send,
				   output reg [63:0] data_input,
				   output reg 		 master_reset,
				   output reg 		 io_update
				   );
   parameter
	 MSB_FIRST = 0,
	 LSB_FIRST = 1;
   parameter
	 ASF_EN = 13'b1000000000000;
   parameter
	 CH0_ENABLE = 8'b01000000,
	 CH1_ENABLE = 8'b10000000;
   parameter
	 IO_MODE = 3'b110;
   parameter
	 STATE_MASTER_RESET = 0,
	 STATE_IO_UPDATE = 1,
	 STATE_INSTRUCTION_WRITE = 2,
	 STATE_CSR_CONFIG = 3,
	 STATE_FR1_CONFIG = 4,
	 STATE_FR2_CONFIG = 5,
	 STATE_CFR_CONFIG = 6,
	 STATE_FTW_CONFIG = 7,
	 STATE_ASF_CONFIG = 8,
	 STATE_WAIT = 9;
   parameter
	 NONE_SELECTED = 0,
	 CH0_SELECTED = 1,
	 CH1_SELECTED = 2,
	 BOTH_SELECTED = 3;
   parameter
	 TUNE_FREQ = 0,
	 TUNE_AMPL = 1;
   reg 								 init_done;
   reg [1:0] 						 channel_select;
   reg 								 io_mode_set;
   reg [3:0] 						 state;
   reg [3:0] 						 next_state;
   reg [7:0] 						 reg_address;
   reg [1:0] 						 tune_target;
   reg [32-1:0] 					 ftw_ch0_buf;
   reg [32-1:0] 					 ftw_ch1_buf;
   reg [32-1:0] 					 asf_ch0_buf;
   reg [32-1:0] 					 asf_ch1_buf;
   always @(posedge io_update) begin
	  ftw_ch0_buf <= ftw_ch0;
	  ftw_ch1_buf <= ftw_ch1;
	  asf_ch0_buf <= asf_ch0;
	  asf_ch1_buf <= asf_ch1;
   end
   always @(posedge clock) begin
	  if(~reset_n) begin
		 init_done <= 0;
		 master_reset <= 0;
		 state <= STATE_MASTER_RESET;
		 io_mode_set <= 0;
	  end else begin
		 case(state)
		   STATE_MASTER_RESET : begin
			  four_bit <= 0;
			  master_reset <= 0;
			  state <= STATE_INSTRUCTION_WRITE;
			  next_state <= STATE_CSR_CONFIG;
			  channel_select <= BOTH_SELECTED;
			  reg_address <= 8'h00;
			  tune_target <= TUNE_FREQ;
		   end
		   STATE_IO_UPDATE : begin
			  io_update <= 1;
			  state <= STATE_WAIT;
			  next_state <= STATE_INSTRUCTION_WRITE;
			  channel_select <= CH0_SELECTED;
		   end  
		   STATE_INSTRUCTION_WRITE : begin
			  state <= STATE_WAIT;
			  master_reset <= 0;
			  trigger <= 1;
			  data_input <= reg_address | 8'h00;
			  bits_to_send <= 8;
			  if(io_mode_set) begin
				 four_bit <= 1;
			  end else begin
				 four_bit <= 0;
			  end
			  case(reg_address)
				8'h00 : begin
				   next_state <= STATE_CSR_CONFIG;
				end
				8'h01 : begin
				   next_state <= STATE_FR1_CONFIG;
				end
				8'h02 : begin
				   next_state <= STATE_FR2_CONFIG;
				end
				8'h03 : begin
				   next_state <= STATE_CFR_CONFIG;
				end
				8'h04 : begin
				   next_state <= STATE_FTW_CONFIG;
				end
				8'h06 : begin
				   next_state <= STATE_ASF_CONFIG;
				end
				default : begin
				   next_state <= STATE_INSTRUCTION_WRITE;
				end
			  endcase  
		   end  
		   STATE_CSR_CONFIG : begin
			  state <= STATE_WAIT;
			  trigger <= 1;
			  bits_to_send <= 8;
			  case (channel_select)
				CH0_SELECTED : begin
					next_state <= STATE_INSTRUCTION_WRITE;
				   data_input <= CH0_ENABLE | MSB_FIRST | IO_MODE;
				   case(tune_target)
					 TUNE_FREQ : begin
						reg_address <= 8'h04;
					 end
					 TUNE_AMPL :begin
						reg_address <= 8'h06;
					 end
				   endcase
				end
				CH1_SELECTED : begin
					next_state <= STATE_INSTRUCTION_WRITE;
				   data_input <= CH1_ENABLE | MSB_FIRST | IO_MODE;
				   case(tune_target)
					 TUNE_FREQ : begin
						reg_address <= 8'h04;
					 end
					 TUNE_AMPL :begin
						reg_address <= 8'h06;
					 end
				   endcase
				end
				BOTH_SELECTED : begin
					next_state <= STATE_IO_UPDATE;
				   io_mode_set <= 1;
					data_input <= CH0_ENABLE | CH1_ENABLE | MSB_FIRST | IO_MODE;
				   reg_address <= 8'h01;
				end
				default : begin  
				   data_input <= MSB_FIRST | IO_MODE;
				   reg_address <= 8'h01;
				end
			  endcase  
		   end  
		   STATE_FR1_CONFIG : begin
			  state <= STATE_WAIT;
			  next_state <= STATE_IO_UPDATE;
			  reg_address <= 8'h03;
			  trigger <= 1;
			  bits_to_send <= 24;
			  data_input <= (vco_gain << 23) | (clock_multiplier << 18);
		   end
		   STATE_FR2_CONFIG : begin
			  state <= STATE_WAIT;
			  next_state <= STATE_IO_UPDATE;
			  reg_address <= 8'h00;
		   end
		   STATE_CFR_CONFIG : begin
			  state <= STATE_WAIT;
			  next_state <= STATE_IO_UPDATE;
			  init_done <= 1;
			  trigger <= 1;
			  bits_to_send <= 24;
			  data_input <= (dac_fscale_ch0 << 8);
			  reg_address <= 8'h00;
		   end  
		   STATE_FTW_CONFIG : begin
			  state <= STATE_WAIT;
			  next_state <= STATE_INSTRUCTION_WRITE;
			  trigger <= 1;
			  bits_to_send <= 32;
			  case(channel_select)
				CH0_SELECTED : begin
				   channel_select <= CH1_SELECTED;
				   data_input <= ftw_ch0_buf;
				   next_state <= STATE_INSTRUCTION_WRITE;
				   tune_target <= TUNE_FREQ;
				end
				CH1_SELECTED : begin
				   channel_select <= CH0_SELECTED;
				   data_input <= ftw_ch1_buf;
				   next_state <= STATE_IO_UPDATE;
				   tune_target <= TUNE_AMPL;
				end
				default : begin
				end
			  endcase  
			  reg_address <= 8'h00;
		   end  
		   STATE_ASF_CONFIG : begin
			  state <= STATE_WAIT;
			  trigger <= 1;
			  bits_to_send <= 16;
			  case (channel_select)
				CH0_SELECTED : begin
				   channel_select <= CH1_SELECTED;
				   next_state <= STATE_INSTRUCTION_WRITE;
				   data_input <= ASF_EN | asf_ch0_buf;
				   tune_target <= TUNE_AMPL;
				end
				CH1_SELECTED : begin
				   channel_select <= CH0_SELECTED;
				   next_state <= STATE_IO_UPDATE;
				   data_input <= ASF_EN | asf_ch1_buf;
				   tune_target <= TUNE_FREQ;
				end
				default : begin
				   channel_select <= CH0_SELECTED;
				end
			  endcase  
			  reg_address <= 8'h00;
		   end  
		   STATE_WAIT : begin
			  master_reset <= 0;
			  io_update <= 0;
			  trigger <= 0;
			  if(~ (busy | trigger)) begin
				 state <= next_state;
			  end
		   end
		   default : begin
		   end
		 endcase  
	  end  
   end  
endmodule  
`timescale 1ns / 1ps
module ad9958_master(
					 input 			  clock,
					 input 			  reset_n,
					 output 		  cs,
					 output 		  sclk,
					 output [3:0] 	  sdio,
					 output 		  master_reset,
					 output 		  io_update,
					 input [32-1:0] ftw_ch0,
					 input [32-1:0] ftw_ch1,
					 input [10-1:0] asf_ch0,
					 input [10-1:0] asf_ch1
);
   wire [5:0]			bits_to_send;			 
   wire					busy;					 
   wire [4:0]			clock_multiplier;		 
   wire [1:0]			dac_fscale_ch0;			 
   wire [1:0]			dac_fscale_ch1;			 
   wire [63:0]			data_input;				 
   wire					four_bit;				 
   wire					trigger;				 
   wire					vco_gain;				 
   ad9958_core ad9958_core_inst( 
								.trigger		(trigger),
								.four_bit		(four_bit),
								.bits_to_send	(bits_to_send[5:0]),
								.data_input		(data_input[63:0]),
								.master_reset	(master_reset),
								.io_update		(io_update),
								.clock			(clock),
								.reset_n		(reset_n),
								.ftw_ch0		(ftw_ch0[32-1:0]),
								.ftw_ch1		(ftw_ch1[32-1:0]),
								.asf_ch0		(asf_ch0[10-1:0]),
								.asf_ch1		(asf_ch1[10-1:0]),
								.vco_gain		(vco_gain),
								.clock_multiplier(clock_multiplier[4:0]),
								.dac_fscale_ch0	(dac_fscale_ch0[1:0]),
								.dac_fscale_ch1	(dac_fscale_ch1[1:0]),
								.busy			(busy));
   four_bit_spi spi_master( 
						   .busy				(busy),
						   .cs					(cs),
						   .sclk				(sclk),
						   .sdio				(sdio[3:0]),
						   .clock				(clock),
						   .reset_n				(reset_n),
						   .trigger				(trigger),
						   .four_bit			(four_bit),
						   .bits_to_send		(bits_to_send[5:0]),
						   .data_input			(data_input[63:0]));
   ad9958_config_register config_register( 
										  .vco_gain				(vco_gain),
										  .clock_multiplier		(clock_multiplier[4:0]),
										  .dac_fscale_ch0		(dac_fscale_ch0[1:0]),
										  .dac_fscale_ch1		(dac_fscale_ch1[1:0]));
endmodule
`timescale 1ns / 1ps
module four_bit_spi(
					 input 			  clock,
					 input 			  reset_n,
					 input 			  trigger,
					 input 			  four_bit,
					 output reg 	  busy,
					 input [5:0] 	  bits_to_send,
					 input [63:0] 	  data_input,
					 output reg 	  cs,
					 output 		  sclk,
					 output reg [3:0] sdio
);
   parameter
	 STATE_IDLE = 0,
	 STATE_SEND = 1;
   reg [1:0] 						  state;
   reg [5:0] 						  bits_cntr;
   reg [63:0] 						  data_send;
   reg 								  triggered;
   initial begin
	  cs = 0;
   end
   reg pos;
   reg neg;
   assign sclk = !(neg^pos);
   always @(posedge clock)begin
	  if(~reset_n) pos <= 0;
	  else begin
		 if(state == STATE_SEND) pos <= ~pos;
	  end
   end
   always @(negedge clock)begin
	  if(~reset_n) begin
		 neg <= 0;
	  end
	  else begin
		 if(state == STATE_SEND) neg <= ~neg;
	  end
   end
   always @(posedge clock) begin
	  if(~reset_n) begin
		 state <= STATE_IDLE;
		 triggered <= 0;
		 busy <= 0;
	  end
	  case(state)
		STATE_IDLE : begin
		   if(trigger & ~busy) begin
			  busy <=1 ;
			  triggered <= 1;
			  state <= STATE_SEND;
		   end else begin
			  busy <= 0;
			  triggered <= 0;
		   end
		end
		STATE_SEND : begin
		   busy <= 1;
		   triggered <= 0;
		   if(bits_cntr == 0) begin
			  state <= STATE_IDLE;
		   end
		end
	  endcase  
   end  
   always @(negedge sclk) begin
	  if(~reset_n) begin
		 sdio <= 4'b0;
	  end else begin
		 case(state)
		   STATE_IDLE : begin
			  sdio <= 4'b0;
		   end
		   STATE_SEND : begin
			  if(four_bit) begin
				 if(triggered) begin
					sdio[0] <= data_input[bits_to_send-4];
					sdio[1] <= data_input[bits_to_send-3];
					sdio[2] <= data_input[bits_to_send-2];
					sdio[3] <= data_input[bits_to_send-1];
					bits_cntr <= bits_to_send - 4;
					data_send <= (data_input >> 4);
				 end else begin  
					sdio[0] <= data_input[bits_cntr-4];
					sdio[1] <= data_input[bits_cntr-3];
					sdio[2] <= data_input[bits_cntr-2];
					sdio[3] <= data_input[bits_cntr-1];
					bits_cntr <= bits_cntr - 4;
					data_send <= (data_send >> 4);
				 end  
			  end else begin  
				 if(triggered) begin
					sdio[0] <= data_input[bits_to_send -1];
					sdio[1] <= 0;
					sdio[2] <= 0;
					sdio[3] <= 0;
					bits_cntr <= bits_to_send - 1;
					data_send <= (data_input >> 1);
				 end else begin
					sdio[0] <= data_input[bits_cntr -1];
					sdio[1] <= 0;
					sdio[2] <= 0;
					sdio[3] <= 0;
					bits_cntr <= bits_cntr - 1;
					data_send <= (data_send >> 1);
				 end
			  end  
		   end  
		 endcase  
	  end  
   end  
endmodule  
--- ./constraint.sdc ---
current_design ad9958_master

set clk_period 5.0
set clk_io_pct 0.2

create_clock -name clk0 -period $clk_period [get_ports {clock}]

set non_clock_inputs [all_inputs -no_clocks]
set_input_delay [expr $clk_period * $clk_io_pct] -clock clk0 $non_clock_inputs
set_output_delay [expr $clk_period * $clk_io_pct] -clock clk0 [all_outputs]
==> out/notes.md <==
The repair_antennas step left the layout with diodes totalling 0. The first-pass detailed-route iteration total came out at 5. In this run the VDD rail shows a maximum IR drop of 0.0003254 V. Global routing used 34.83% of the available met2 tracks.

On the critical path the largest part of the delay comes from buffers and inverters. Measured along the y axis, the die boundary spans 122.5 microns. By count the netlist is led by dfxtp_1 (108), mux2i_1 (67), nor2_1 (58), nand2_1 (52), edfxtp_1 (50). For reference, the top cells by area after synthesis are dfxtp_1 (30%), edfxtp_1 (21%), mux2i_1 (9.2%).

In the Yosys report, the sequential cells make up 50.48% of the chip area. The run gives 5.787 for the number of vias per cell. Per report_power, the sequential group accounts for 33.9% of the total.

The share of synthesized area spent on multiplexers is 12.50%. The number of buffer and inverter instances along the worst setup path works out to 2. The clock passes through at most 2 buffers. With the count of instantiated cells in the yosys netlist at 705, the H-tree level count is 3. The number of placement rows is 43, and the total count of max-transition violations in the final report is 0. The run gives 0% for the fraction of synthesis flops using an asynchronous set or reset pin. Per the post-CTS timing run, clock transition at the registers of the reported paths is 50 ps. The worst setup path is of the reg -> out kind. The predominant post-synthesis flop cell was dfxtp_1. Global routing used 6.214% of the available met3 tracks.

The run reported a max-capacitance violation count of 0. The first global-routing pass estimated 26.53 mm of wire. Once iteration 0 of detailed routing completed, the report listed 347 DRC markers. For this design the ratio of total power to cell area is 384.3 nW/um^2. The worst setup path is launched from a flop. The DRC violation total left in the routed layout is recorded as 0. The core footprint was 14040 sq um; the maximum number of pins on one net before global-route repair was 86. The die covers 15000 sq um. The type of element capturing the critical path was an output port. The run finished with clean final reports.

Before placement the cells fill 51.68% of the core. After clock tree synthesis, the setup repair step added 0 buffers. Initial antenna violation count: 0.

Combinational logic burns 46.9% of the power. The skew report gives the latency at the later pin of the worst-skew pair as 380 ps. Summed over all instances, the cell type with the most area after synthesis is dfxtp_1. Worst-margin pin slew: 882.1 ps.

In this run the critical path is formed by xor2_1 > inv_1 > clkdlybuf4s50_1. In this run the power spent charging and discharging nets is 0.001310 W. Counting flops and latches in the post-synthesis netlist gives 158. For the final database, setup skew stands at 48.89 ps. For the worst setup path, the data required time is 4000 ps. The internal power of the cells totals 0.001965 W. OpenSTA, run right after detailed placement, puts the worst setup slack at 534.7 ps. At the end of routability-driven placement, the weighted congestion stood at 0.9821. In this run, the synthesized area fraction spent on xor and xnor cells is recorded as 2.034%. The yosys-reported design area after synthesis is 7257 sq um, and the total negative setup slack is 0 ps.

The number of warnings reported in the yosys synthesis log was 3; the die boundary width was 122.5 microns. The run gives 0 for the final number of hold-violating endpoints. For the total wire length after detailed routing, the log shows 16.54 mm. In the final report, the number of endpoints failing setup comes to 0. For reference, simple AND, OR, NAND and NOR cells occupy 13.34% of the area reported after synthesis. Looking at the power breakdown, the clock network takes 19.3% of the total. The type of the most critical hold path is reg -> reg. The number of distinct standard cells referenced by the synthesized netlist is 74, and the count of instances resized after the clock tree is built is 0. Per the GRT congestion report, total overflow comes to 0. The max-slew check reports its worst relative slack as 41.05%.

The largest single stage delay on the critical path is 390 ps. The share of synthesized cell area in and-or and or-and compound cells was 15.84%. For the met1 track demand over resource, the log shows 38.04%. The summed instance area of the synthesized netlist was 7257 sq um. 104 endpoints have no timing constraint. For this design the static power due to leakage is 3.191 nW. With the number of global-route vias before repair at 5184, the number of register pins that no clock reaches is 94. After filler insertion, the fill cell instance count of the layout stands at 1132. The OpenROAD warning count was 31; the data arrival time at the worst-slack endpoint was 3860 ps. By instance count, the leading cell after synthesis is dfxtp_1.

Per the post-route antenna check, the number of violating nets is 0. The run gives 29.79% for the share of the synthesized area in the top cell type. The run gives 6.242% for the share of final-layout standard cells stronger than drive strength 1. The reg-to-reg setup timing slack came out at 1740 ps.

In this run the worst path has a maximum fanout of 2. The cell sitting at the root of the clock tree is a clkbuf_16. Per the detail_route report, the via count comes to 5492.

For the post-DP HPWL, the log shows 12.02 mm. The buffer_ports step reported a buffer count of 91. The clock buffer count from CTS was 9.

Global routing put the most usage on met1. The average detailed-routed wire length per instance is 17.43 microns. Setup repair after global routing left no endpoint under its margin.

For this design, the slowest cell found on the critical path is clkdlybuf4s50_1. A synthesized cell averages 10.29 sq um. For reference, the top logic cell family by area is AND-OR/OR-AND gates. The cts-stage hold buffer count was 0. The area fraction in full adders, half adders and majority gates is 1.379%, and the switching part of the total is 40.01%. The synthesized instance count was 705. For the global-route total usage across every layer, the log shows 23.87%.

The worst path meets setup with 144.1 ps of slack. For the count of pins on the block boundary, the log shows 94. TritonCTS built the clock tree. Yosys mapped a number of flops with a built-in enable equal to 50. Compared with the post-synthesis result, the final layout area differs by 17.43%.
[flip-flops by register name, summed over array words and instances (netlist names), 2 cells and up]
signal	count
ad9958_core_inst.asf_ch0_buf	10
ad9958_core_inst.asf_ch1_buf	10
ad9958_core_inst.bits_to_send	4
ad9958_core_inst.channel_select	3
ad9958_core_inst.data_input	32
ad9958_core_inst.ftw_ch0_buf	32
ad9958_core_inst.ftw_ch1_buf	32
ad9958_core_inst.next_state	4
ad9958_core_inst.reg_address	3
ad9958_core_inst.state	4
ad9958_core_inst.tune_target	2
bits_to_send	2
spi_master.bits_cntr	6
spi_master.sdio	4
spi_master.state	2
[layer usage]
metal | vias to the layer above | wire, microns
met4 | 0 | 267
met2 | 231 | 7312
met5 | - | 0
li1 | 2680 | -
met3 | 19 | 1365
met1 | 2562 | 7596
[power by group through the flow]
stage | sequential, W | combinational [W] | clock (W)
finish | 0.00111 | 0.00153 | 0.000631
global route | 0.00113 | 0.00169 | 0.000664
CTS | 0.00111 | 0.00152 | 0.000640
[final timing paths]
path / startpoint / endpoint / depth (start not counted)
setup / recovery: spi_master.neg / sclk / 3
hold / removal: ad9958_core_inst.bits_to_send[1] / ad9958_core_inst.bits_to_send[1] / 2
setup reg to reg: spi_master.state[1] / spi_master.neg / 2
hold reg to reg: ad9958_core_inst.bits_to_send[1] / ad9958_core_inst.bits_to_send[1] / 2
[through the flow]
| stage | hold WS, ps | std cells | total power (W) | util, % | cell area, sq um |
|---|---|---|---|---|---|
| after floorplan | 428.4 | 706 | 0.002171 | - | 7261 |
| after global placement | 441.6 | 933 | 0.002618 | 58.51 | 8217 |
| after detailed placement | 461.9 | 933 | 0.002625 | 58.51 | 8217 |
| after CTS | 482.7 | 949 | 0.003267 | 60.69 | 8522 |
| after global routing | 498.1 | 949 | 0.003489 | 60.69 | 8522 |
| final | 484.6 | 949 | 0.003275 | 60.69 | 8522 |
[kinds of logic after synthesis]
logic type                 after synthesis
buffers and inverters                   71
and+or+nand+nor                        198
muxes                                   80
AOI/OAI and AO/OA                      173
DFF                                    158
xor gates and xnor gates                16
other                                    1
adders and majority gates                8
[tightest hold or removal path, stage by stage, from the launching register on]
cell	delay (ps)
dfxtp_1	320
nand2_1	70
nand2_1	60
[layout make-up]
class | instances | area (sq um) | area share [%]
Clock inverter | 3 | 12.51 | 0.1468
Tap cell | 180 | 225.2 | 2.643
Timing Repair Buffer | 100 | 978.4 | 11.48
Inverter | 17 | 63.81 | 0.7488
Sequential cell | 158 | 3665 | 43.00
Multi-Input combinational cell | 477 | 3281 | 38.50
Clock buffer | 14 | 296.5 | 3.480
[placed cells by master (no fill, tap or decap), types with 4 or more instances in the layout]
cell               n
a22oi_1            7
nor2_1            58
and3_1             6
o221ai_1           6
ha_1               8
nand3b_1           6
clkbuf_16         11
dfxtp_1          107
a22o_1             4
o2bb2ai_1          4
a21oi_1           32
nor3_1            14
xor2_1             9
nand2b_1          11
clkdlybuf4s50_1   91
o31ai_1            5
o22ai_1           17
xnor2_1            6
o21ai_0           43
inv_1             17
nand3_1           13
mux4_2             8
o21ai_1            4
edfxtp_1          50
and2_1             4
a31oi_1            5
a221oi_1           4
mux2i_1           67
buf_4              9
mux2_2             4
nor2b_1           11
or3_1              4
o21a_1             7
nand2_1           52
Power is estimated from default activity; no workload was simulated.
